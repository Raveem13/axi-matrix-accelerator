==> constraint.sdc <==
current_design axi_lite_ctrl_wrapper

set clk_period 2.8
set clk_io_pct 0.2

create_clock -name clk0 -period $clk_period [get_ports {clk}]

set non_clock_inputs [all_inputs -no_clocks]
set_input_delay [expr $clk_period * $clk_io_pct] -clock clk0 $non_clock_inputs
set_output_delay [expr $clk_period * $clk_io_pct] -clock clk0 [all_outputs]
==> run.sh <==
#!/bin/bash
# OpenROAD 26Q1-2900-gdf79404cd8, Yosys 0.63+post, stock flow scripts
make -C /OpenROAD-flow-scripts/flow DESIGN_CONFIG=/design/flow/config.mk WORK_HOME=/design/flow/orfs finish
==> config.mk <==
export PLATFORM = sky130hd
export DESIGN_NAME = axi_lite_ctrl_wrapper
export DESIGN_NICKNAME = axi_lite_ctrl_wrapper
export VERILOG_FILES = /design/flow/design.v
export SDC_FILE = /design/flow/constraint.sdc
export NUM_CORES = 4
export LEC_CHECK = 1
export CORE_UTILIZATION = 50
==> design.v <==
module axi_lite_ctrl_wrapper #(
    parameter DATA_W = 32,
    parameter ADDR_W = 32
)(
    input   logic   clk,
    input   logic   rst_n,
    input   logic [ADDR_W-1:0]  s_axi_awaddr,
    input   logic s_axi_awvalid,
    output   logic s_axi_awready,
    input   logic [DATA_W-1:0]  s_axi_wdata,
    input   logic s_axi_wvalid,
    output   logic s_axi_wready,
    output   logic s_axi_bvalid,
    output   logic [1:0] s_axi_bresp,
    input   logic s_axi_bready,
    input  logic [ADDR_W-1:0]    s_axi_araddr,
    input  logic       s_axi_arvalid,
    output logic       s_axi_arready,
    output logic [DATA_W-1:0]    s_axi_rdata,
    output logic [1:0] s_axi_rresp,
    output logic       s_axi_rvalid,
    input  logic       s_axi_rready,
    output logic [DATA_W-1:0] cfg_m,
    output logic [DATA_W-1:0] cfg_k,
    output logic [DATA_W-1:0] cfg_n,
    output logic    start,
    input  logic    done
);
    logic [DATA_W-1:0] ctrl_reg;
    logic [DATA_W-1:0] status_reg;
    logic [DATA_W-1:0] cfg_m_reg;
    logic [DATA_W-1:0] cfg_n_reg;
    logic [DATA_W-1:0] cfg_k_reg;
    logic start_pulse;
    bit write_fire, write_ok, read_ok;
    logic aw_hs, w_hs, ar_hs;
    logic [DATA_W-1:0] read_data;
    always_comb begin
        aw_hs = s_axi_awvalid &&  s_axi_awready;
        w_hs = s_axi_wvalid &&  s_axi_wready;
        write_fire = aw_hs && w_hs;
        write_ok =  (s_axi_awaddr == 32'h00) ||
                    (s_axi_awaddr == 32'h08) ||
                    (s_axi_awaddr == 32'h0C) ||
                    (s_axi_awaddr == 32'h10);
        ar_hs = s_axi_arvalid &&  s_axi_arready;
    end
    always @(posedge clk or negedge rst_n) begin
        if (!rst_n) begin
            ctrl_reg    <= 32'd0;
            cfg_m_reg   <= 32'd0;
            cfg_n_reg   <= 32'd0;
            cfg_k_reg   <= 32'd0;
        end
        else if (aw_hs && w_hs) begin
            case (s_axi_awaddr[7:0])
                8'h00   : ctrl_reg <= s_axi_wdata;
                8'h08   : cfg_m_reg <= s_axi_wdata;
                8'h0C   : cfg_k_reg <= s_axi_wdata;
                8'h10   : cfg_n_reg <= s_axi_wdata;
            endcase
        end
    end
    typedef enum logic [1:0] { 
        W_IDLE,
        W_RESP
    } wstate_t;
    wstate_t wstate, next_wstate;
    always_ff @(posedge clk) begin
        if (!rst_n) begin
            wstate <= W_IDLE;
        end else begin
            wstate <= next_wstate;
        end
    end
    always_comb begin
        s_axi_awready   =   0;   
        s_axi_wready    =   0;    
        s_axi_bvalid    =   0;   
        next_wstate     = wstate;
        case (wstate)
            W_IDLE  :   begin
                s_axi_awready   = 1;   
                s_axi_wready    = 1;  
                if (aw_hs && w_hs) begin
                    next_wstate = W_RESP;
                end
            end
            W_RESP  :   begin
                s_axi_bvalid    = 1;
                if (s_axi_bready) begin
                    next_wstate = W_IDLE;
                end
            end
        endcase
    end
    logic [1:0] bresp_reg;
    always_ff @(posedge clk or negedge rst_n) begin
        if (!rst_n) begin
            bresp_reg   <= 2'b0;
        end
        else if (write_fire) begin
            bresp_reg   <= write_ok ? 2'b00 : 2'b10;
        end
    end
    assign s_axi_bresp = bresp_reg;
    always_comb begin
        read_data = 32'd0;
        read_ok   = 1'b1;
        case (s_axi_araddr[7:0])
            8'h00: read_data = ctrl_reg;
            8'h04: read_data = status_reg;
            8'h08: read_data = cfg_m_reg;
            8'h0C: read_data = cfg_k_reg;
            8'h10: read_data = cfg_n_reg;
            default: begin
            read_data = 32'd0;
            read_ok   = 1'b0;
            end
        endcase
    end
    typedef enum logic {
        R_IDLE,
        R_DATA
    } rstate_t;
    rstate_t rstate, next_rstate;
    always_ff @(posedge clk or negedge rst_n) begin
        if (!rst_n)
            rstate <= R_IDLE;
        else
            rstate <= next_rstate;
    end
    always_comb begin
        s_axi_arready = 0;
        s_axi_rvalid  = 0;
        next_rstate      = rstate;
        case (rstate)
            R_IDLE: begin
                s_axi_arready = 1;
                if (ar_hs) begin
                    next_rstate = R_DATA;
                end
            end
            R_DATA: begin
                s_axi_rvalid = 1;
                if (s_axi_rready) begin
                    next_rstate = R_IDLE;
                end
            end
        endcase
    end
    logic [1:0] rresp_reg;
    always_ff @(posedge clk or negedge rst_n) begin
        if (!rst_n) begin
            rresp_reg   = 2'b0;
            s_axi_rdata = 32'd0;
        end
        else if (ar_hs) begin
            rresp_reg   = read_ok ? 2'b00 : 2'b10;
            s_axi_rdata = read_data;
        end
    end
    assign s_axi_rresp = rresp_reg;
    assign cfg_m = cfg_m_reg;
    assign cfg_k = cfg_k_reg;
    assign cfg_n = cfg_n_reg;
    logic ctrl_start;
    always_ff @(posedge clk or negedge rst_n) begin
        if (!rst_n)
            ctrl_start  <= 1'b0;
        else if (start)
            ctrl_reg[0] <= 1'b0;     
        else
            ctrl_start  <= ctrl_reg[0];
    end
    assign start = ctrl_reg[0] & ~ctrl_start;
    always_ff @(posedge clk or negedge rst_n) begin
        if (!rst_n)
            status_reg      <= 32'd0;
        else if (start)
            status_reg[0]   <= 1'b0;     
        else if (done)
            status_reg[0]   <= 1'b1;       
    end
endmodule
==> flow_summary.ini <==
; yosys + openroad results
[sta]
max_clock_freq_mhz = 415.7
worst_clock_skew_ns = 0.009694
rsz0062_at_grt = no
setup_viol = 0
setup_slack_ns = 0.3944
worst_pin_slew_ns = 0.5928
maxSlewHeadroom_pct = 60.12
min_period_ns = 2.406
slew_violations = 0
timing.final.crit_share_pct = 85.92
setup_tns_ns = 0
final-hold-violation-count = 0
whs_ns = 0.1299

[critical_path]
worstRegToRegCells = 5
r2r-end = ctrl_reg[2]$_DFFE_PN0P_
worstPathCellList = clkdlybuf4s50_1, or4_1, nor3_2, nor4b_4, buf_12, mux2_1
worstPathRequired_ns = 3.09
arrival_ns = 2.70
path_max_fanout = 24
crit_type = in2reg
r2r_slack_ns = 0.86
end_kind = flip-flop
slowest_delay_ns = 0.53
crit_family = simple AND/OR/NAND/NOR gates
crit_path_start_kind = primary input
crit_buf_inv = 2
r2r_start = wstate[0]$_DFF_P_
slowest_stage = or4_1

[routing]
antenna_cells = 0
vias = 5257
drcViolationCount = 0
via_per_inst = 5.689
drt_first_iter_violations = 276
dr.pass1.iters = 4
wl_um = 18890
wl_per_cell_um = 20.44
drt.antenna.violating_nets = 0

[logic_synthesis]
synth-main-ff-cell = dfrtp_1
yosysTopAreaCell = dfrtp_1
ys.flops = 165
synthTopCellsByArea = dfrtp_1 57%, mux2_2 15%, mux2_1 5.2%
syn_avg_cell_area_sq_um = 13.95
ys_cells = 511
synth-edff-count = 0
async_reset_ff_share_pct = 98.79
synth_cells = 511
ys_seq_share_pct = 57.76
synthesis.area_sq_um = 7131
ys_area_sq_um = 7131
synth_top_area_share_pct = 57.20
synthDistinctLibCells = 40
ys_warn_count = 3

[final_layout]
layout_top_cells = 212 x clkdlybuf4s50_1, 163 x dfrtp_1, 94 x mux2_2
lay_top_count = clkdlybuf4s50_1
drive_above_1_share_pct = 21.64
n_fill_cell = 913
area_delta_synth_final_pct = 43.16
fin_util_pct = 73.54

[global_route]
grt_max_degree = 73
grt_overflow = 0
first_global_vias = 5403
grt.total_usage_pct = 27.71
grt_pass1_wl_um = 29370
grt_antenna_before_repair = 0

[clocking]
post-cts-setup-buffers = 0
clk_pin_slew_ns = 0.06
htreeDepth = 4
clock-root-buffer = clkbuf_16
cts_made_buffers = 17
ctsResizeCount = 0
postCtsHoldBufs = 0
insertion_delay_ns = 0.41
clock-sinks = 165
cts.path.max_buffers = 2
tritoncts = done

[power]
power_mw = 5.348
p_per_area_nw_per_um2 = 523.9
peakVddDrop_mv = 0.4240
p_leak_nw = 4.656

[hold_path]
worstHoldPathType = in2async

[floorplanning]
io_pins = 242
rows = 43
initCoreUtil_pct = 51.37
chipArea_sq_um = 14740
fp.dieW_um = 121.4
die_h_um = 121.4
core_sq_um = 13880

[place]
place_hpwl_um = 12420
gp_congestion = 0.8556
port_buffers = 214
dpl_worst_slack_ns = -0.04566

[run_status]
status = finished clean

[run]
drv_cap = 0
warning_count = 50
[synthesized netlist by cell type (7+ instances only)]
master       n
clkbuf_1    22
o2bb2ai_1    7
mux2_1      33
buf_4        7
a221o_1      7
o21ai_0     27
a2bb2oi_1   24
mux2_2      94
a32oi_1     24
buf_2        9
dfrtp_1    163
mux2i_1     32
nor2b_1      9
[per-stage QoR]
stage | instances | cell area [sq um]
global route | 924 | 10210
floorplan | 513 | 7138
CTS | 924 | 10210
detailed placement | 892 | 9559
finish | 924 | 10210
global placement | 892 | 9559
[layout make-up]
class                   instances  area, sq um  area share, %
multi-input cells             305         2808          27.50
clock buffers                  21        480.5          4.706
well taps                     180        225.2          2.206
repair buffers                241         2404          23.54
clock inverters                11        168.9          1.655
flip-flops and latches        165         4119          40.35
inverters                       1        3.754        0.03677
[worst max-delay path by stage]
stage | slack [ns] | cells past startpoint | to | startpoint
6_report | 0.39 | 6 | ctrl_reg[2]$_DFFE_PN0P_ | s_axi_awaddr[0]
5_1_grt | 0.33 | 6 | ctrl_reg[2]$_DFFE_PN0P_ | s_axi_awaddr[0]
4_1_cts | 0.39 | 6 | ctrl_reg[25]$_DFFE_PN0P_ | s_axi_awaddr[0]
[metal layers]
metal / up-vias / routed length [um] / GRT usage [%]
met5: - / 0 / 0
met3: 12 / 1627 / 7.726
met2: 230 / 8801 / 42.37
li1: 2375 / - / -
met1: 2640 / 8297 / 43.01
met4: 0 / 161 / 2.778
[power by group]
part	internal [mW]	switching (mW)	leakage, nW
registers	2.43	0.0339	2.27
clock network	1.59	0.917	0.320
logic	0.221	0.156	2.07
total	4.24	1.11	4.66
[kinds of logic after synthesis]
kind of cell           synth area share (%)
buffers and inverters                 3.123
and+or+nand+nor                       4.264
other                               0.05259
muxes                                 24.55
DFF                                   57.76
AOI/OAI and AO/OA                     10.25
Power figures rest on the tool's default switching activity, not on a simulated workload.
