==> /design/flow/run.sh <==
#!/bin/bash
# OpenROAD 26Q1-2900-gdf79404cd8, Yosys 0.63+post, stock flow scripts
make -C /OpenROAD-flow-scripts/flow DESIGN_CONFIG=/design/flow/config.mk WORK_HOME=/design/flow/orfs finish
==> /design/flow/config.mk <==
export PLATFORM = sky130hd
export DESIGN_NAME = mac
export DESIGN_NICKNAME = mac
export VERILOG_FILES = /design/flow/design.v
export SDC_FILE = /design/flow/constraint.sdc
export NUM_CORES = 4
export LEC_CHECK = 1
export CORE_UTILIZATION = 30
==> /design/flow/constraint.sdc <==
current_design mac

set clk_period 17.0
set clk_io_pct 0.2

create_clock -name clk0 -period $clk_period [get_ports {clk}]

set non_clock_inputs [all_inputs -no_clocks]
set_input_delay [expr $clk_period * $clk_io_pct] -clock clk0 $non_clock_inputs
set_output_delay [expr $clk_period * $clk_io_pct] -clock clk0 [all_outputs]
==> /design/flow/design.v <==
module mac #(
    parameter DATA_W = 8,
    parameter ACC_W = 32
)(
    input  logic clk,
    input  logic rst_n,         
    input  logic en,
    input  logic clear,    
    input  logic signed [DATA_W-1:0] a,
    input  logic signed [DATA_W-1:0] b,
    output logic signed [ACC_W-1:0] acc 
);
    logic signed [2*DATA_W-1:0] mul;
    logic signed [ACC_W-1:0] acc_next;
    assign mul = a * b;
    assign acc_next = acc + mul;
    always_ff @(posedge clk) begin
        if (!rst_n || clear) begin
            acc <= '0;
        end else if(en) begin
            acc <= acc_next;
        end
    end
endmodule
==> results.txt <==
Figures from the implementation reports.

- The worst setup path category reads in2reg.
- The post-detailed-route count of antenna-violating nets reads 0.
- The maximum clock frequency is 110 MHz.
- The number of antenna violations at the first check in global routing is 0.
- Buffers added to address setup during post-CTS repair amount to 0.
- The number of antenna diodes in the final layout is 0.
- On the final layout, the worst clock skew is 5.27 ps.
- In the final layout, the registers with the most flip-flops are acc x32.
- The post-synthesis async set-or-reset flop share reads 0%.
- The most frequently placed logic cell in the final layout reads fa_1.
- The flip-flop count of the largest register, all copies and words added reads 32.
- The aggregate global-route resource usage is 15.3%.
- The number of instances in the synthesized netlist reads 703.
- In the layout the commonest cells are fa_1 (136), inv_1 (106), ha_1 (70), nand2_1 (54), clkdlybuf4s50_1 (51).
- The final global-route overflow total reads 0.
- OpenSTA, run right after detailed placement, puts the worst setup slack at 7600 ps.
- The run finished with clean final reports.
- The half-perimeter wire length after placement reads 13600 microns.
- The TritonCTS clock tree is yes.
- The pin closest to its max-slew limit shows a slew of 768 ps.
- Setup repair after global routing left no endpoint under its margin.
- The count of endpoints failing hold in the final timing report is 0.
- The OpenROAD report gives the critical path a data arrival time of 9300 ps.
- Per the detail_route report, routed wire per instance is 15.5 microns.
- The clock edge transition at the registers on the reported setup and hold paths reads 50 ps.
- The minimum clock period reads 9090 ps.
- Counting the warning lines in the Yosys log gives 1.
- The I/O pin total is 52.
- The number of warnings in the stage logs reads 27.
- The violation tally from detailed-route iteration zero is 232.
- Per STA, the worst path is made up of clkdlybuf4s50_1 > nand2_1 > fa_1 > fa_1 > inv_1 > fa_1 > fa_1 > ha_1 > ha_1 > a21oi_1 > inv_1 > o31ai_1 > nand4_1 > a31o_2 > a31oi_1.
- The most common flop cell mapped by yosys is dfxtp_1.
- The via count of the first global-routing pass reads 5161.
- The post-synthesis instance area reads 0.00680 sq mm.
- The top cell type's share of synthesized area is 40.0%.
- Counting pins that exceed their max-slew limit in the final report gives 0.
- The detailed router placed 5031 vias in this run.
- A synthesized cell averages 9.68 sq um.
- The launching element type of the critical path is a primary input.
- The H-tree level count reads 2.
- The cell occurring most often along the worst timing path is fa_1.
- The worst reg-to-reg setup slack reads 11920 ps.
- The height of the die is 153 microns.
- Per the post-run analysis, buffers plus inverters along the critical path come to 3.
- The area reported by Yosys stat is 0.00680 sq mm.
- The worst-case setup margin in the final layout is 7910 ps.
- The total detailed-routing wirelength reads 15900 microns.
- The routed via count divided by cell count is 4.90.
- According to the floorplan log, the row count is 54.
- The layout-stage area growth over the synthesis result reads 14.1%.
- The highest fanout seen on the critical path reads 13.
- Buffers inserted during clock tree synthesis total 5.
- The post-cts gate resize count is 0.
- The number of remaining DRC errors is 0.
- The post-CTS hold buffer count recorded in the log is 0.
- The floorplan core area is 0.0220 sq mm.
- The register bit total from synthesis is 32.
- Clock tree synthesis selected as its root buffer the cell clkbuf_16.
- The setup total negative slack is 0 ps.
- The number of buffers on the longest clock path is 2.
- The routability-driven placement congestion ratio is 0.923.
- The worst slew margin relative to its limit is 48.8%.
- The clock reaches the later pin of the worst-skew pair after 280 ps.
- The required arrival time at the worst endpoint is 17210 ps.
- The total of max-cap violations reads 0.
- The largest stage delay on the critical path is 780 ps.
- The largest net degree at the start of global routing is 36.
- The CTS sink count reads 32.
- The global-route wire length before repair is 27500 microns.
- The number of setup violations in the final report reads 0.
- Port buffering added 51 buffers.
- The floorplan core density is 30.9%.
- The critical-path cell with the highest stage delay reads fa_1.
- The cell type with the largest total area is fa_1.
- The area of the die reads 0.0233 sq mm.
- The timing report attributes the biggest portion of critical-path delay to adder cells.
- The proportion of layout cells with a drive suffix above 1 reads 3.48%.
- The endpoint kind of the worst setup timing path reads a register.
- The number of optimization iterations in the first detailed-route pass is 18.
- Sequential elements use 9.42% of the synthesized area.
- The final critical-path share of the clock period is 53.5%.
- The number of flops mapped to enable cells by yosys is 0.
- The register with the highest flop count is acc.
- The synthesis report lists the most area-consuming cells as fa_1 (40%), ha_1 (13%), dfxtp_1 (9.4%).
- The number of cells reported by Yosys stat comes to 703.
- The floorplan die width reads 153 microns.
- In the Yosys stats the netlist draws on 61 distinct library cells.
- The class of the tightest hold or removal check reads reg2reg.
## cells by family after synthesis
logic type	after synthesis	synth area share, %
flops	32	9.42
fa+ha+maj	206	52.9
buf+inv	125	6.93
compound gates	129	13.3
mux	13	1.93
simple gates	183	13.6
xor+xnor	15	1.93
## cells in the mapped netlist (all sizes together) (3+ instances only)
cell and n:
fa 136, inv 106, ha 70, nand2 54, and2 36, a21oi 35, nor2 34, dfxtp 32
o21ai 20, clkbuf 15, mux2i 12, xnor2 12, nand3 10, nand2b 9, nand4 9, a21o 8
o21a 8, and3 7, a211oi 6, nor3 6, o211ai 6, a31o 5, a211o 4, o311ai 4
or3 4, a311oi 3, a32o 3, and4 3, buf 3, nand3b 3, o2111ai 3, o21bai 3
o31ai 3, xor2 3
## stage by stage
step | utilization [%] | hold WS (ps) | std cells | area (sq um)
global placement | 34.6 | 509 | 1020 | 7620
global route | 35.2 | 543 | 1027 | 7760
finish | 35.2 | 512 | 1027 | 7760
detailed placement | 34.6 | 508 | 1020 | 7620
CTS | 35.2 | 515 | 1027 | 7760
floorplan | - | 456 | 703 | 6800
## per-layer routing
metal  share of wire, %  wire length, microns  track usage, %  vias to the layer above
li1                   -                     -               -                     2434
met1                 46                  7310            23.0                     2432
met2                 46                  7340            23.5                      149
met3                6.1                   976            3.82                       16
met4                1.7                   264            2.12                        0
met5                  0                     0               0                        -
## worst reg2reg max path: cells and delay by family (launching register included)
| kind | cells | cell delay [ps] |
|---|---|---|
| adder cells (fa/ha/maj) | 6 | 2740 |
| AND-OR/OR-AND | 5 | 920 |
| AND/OR/NAND/NOR | 1 | 680 |
| flip-flops | 1 | 400 |
| buffers and inverters | 4 | 250 |
## area by class of cell
type / count / area (sq um)
fill: 2210 / 14300
multi-input combinational: 546 / 5690
timing repair buffer: 55 / 541
sequential: 32 / 641
clock inverter: 1 / 5.00
tap: 280 / 350
inverter: 107 / 402
clock buffer: 6 / 129
## final timing paths
path                             start      end  cells past startpoint
worst max-delay path              a[7]  acc[31]                     15
worst min-delay path            acc[5]   acc[5]                      2
worst max register to register  acc[6]  acc[23]                     16
worst min register to register  acc[5]   acc[5]                      2
